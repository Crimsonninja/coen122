--- design/flow/run.sh ---
#!/bin/bash
# OpenROAD 26Q1-2900-gdf79404cd8, Yosys 0.63+post, stock flow scripts
make -C /OpenROAD-flow-scripts/flow DESIGN_CONFIG=/design/flow/config.mk WORK_HOME=/design/flow/orfs finish
--- design/flow/config.mk ---
export PLATFORM = sky130hd
export DESIGN_NAME = idex_buff
export DESIGN_NICKNAME = idex_buff
export VERILOG_FILES = /design/flow/design.v
export SDC_FILE = /design/flow/constraint.sdc
export NUM_CORES = 4
export LEC_CHECK = 1
export CORE_AREA = 10 10 142 142
export DIE_AREA = 0 0 152 152
--- design/flow/constraint.sdc ---
current_design idex_buff

set clk_period 1.0
set clk_io_pct 0.2

create_clock -name clk0 -period $clk_period [get_ports {clk}]

set non_clock_inputs [all_inputs -no_clocks]
set_input_delay [expr $clk_period * $clk_io_pct] -clock clk0 $non_clock_inputs
set_output_delay [expr $clk_period * $clk_io_pct] -clock clk0 [all_outputs]
--- design/flow/design.v ---
`timescale 1ns / 1ps
module idex_buff(
    regwrt, memtoreg, pctoreg, branch_neg, branch_zero, jump, jumpmem,aluop, memread, memwrt, clk,
    rs, rt, rd, PC,
    regwrt_out, memtoreg_out, pctoreg_out, branch_neg_out, branch_zero_out, jump_out, jumpmem_out, aluop_out, memread_out, memwrt_out,
    rs_out, rt_out, rd_out, PC_out
    );
    input regwrt, memtoreg, pctoreg, branch_neg, branch_zero, jump, jumpmem, memread, memwrt, clk;   
    input [3:0] aluop;       
    input [31:0] rs, rt;
    input [5:0] rd;
    input [31:0] PC;
    output reg regwrt_out, memtoreg_out, pctoreg_out, branch_neg_out, branch_zero_out, jump_out, jumpmem_out, memread_out, memwrt_out;
    output reg [3:0] aluop_out;
    output reg [31:0] rs_out, rt_out;
    output reg [5:0] rd_out;
    output reg [31:0] PC_out;
    always@(posedge clk) begin
        regwrt_out = regwrt;             
        memtoreg_out = memtoreg;
        pctoreg_out = pctoreg;
        branch_neg_out = branch_neg;
        branch_zero_out = branch_zero;
        jump_out =  jump;
        jumpmem_out = jumpmem;
        memread_out = memread;
        memwrt_out = memwrt;
        aluop_out = aluop;
        rs_out = rs;
        rt_out = rt;
        rd_out = rd;
        PC_out = PC;
    end
endmodule
==> flow_summary.json <==
{
  "finalMaxSlewViolations": 0,
  "cp.arrival_ns": 0.83,
  "antenna_found_initial": 0,
  "numCtsBuffers": 17,
  "cts_tree": "built",
  "cp_cell_sequence": "buf_6",
  "hold_start": "PC[31]",
  "cts-htree-levels": 4,
  "die_w_um": 152,
  "drt_iter0_drc": 28,
  "grt-ovfl-total": 0,
  "drc": 0,
  "drive_gt1_share_pct": 42.4,
  "place_hpwl_mm": 7.00,
  "comb_area_um2": 0,
  "grt_usage_pct": 7.66,
  "antenna_cells": 0,
  "antenna_left": 0,
  "warnings": 27,
  "fin_crit_sh_pct": 103,
  "cp.required_ns": 0.80,
  "synthDistinctLibCells": 1,
  "crit_type": "reg -> out",
  "vias_per_cell": 3.02,
  "endpoint_kind": "output port",
  "final_common_cell": "clkdlybuf4s50_1",
  "ios": 231,
  "fp_util_pct": 13.4,
  "fmax_ghz": 0.971,
  "yosysWarnings": 1,
  "cp.depth": 1,
  "min_period_ns": 1.03,
  "dieArea_um2": 23100,
  "rows": 48,
  "cp_top_family": "flip-flops",
  "powerDensity_nw_per_um2": 2410,
  "grt_pass1_wl_mm": 13.3,
  "postSynthCellCount": 115,
  "max_cap_viol_count": 0,
  "lay_top_cells": "clkdlybuf4s50_1 (115), buf_2 (111), dfxtp_1 (101)",
  "via_count": 1817,
  "portBuffers": 230,
  "core-area_um2": 17200,
  "setup_ws_ns": -0.0304,
  "cts_setup_buffers": 0,
  "cp_slowest_stage_delay_ns": 0.32,
  "grt_pass1_vias": 2018,
  "synth.avg_cell_area_um2": 20.0,
  "postSynthSeqShare_pct": 100,
  "hold_path_class": "in -> reg",
  "cp_max_fo": 1,
  "logic_gates": 0,
  "syn2layout_area_growth_pct": 117,
  "finalPower_uw": 12000,
  "critPathSlowestCell": "dfxtp_2",
  "stdcell_count": 602,
  "start_kind": "flop",
  "dpl.cell_count": 570,
  "wl_mm": 8.75,
  "gp_congestion": 0.814,
  "cts-root-buf": "clkbuf_16",
  "violations": "setup timing",
  "yosys_area_um2": 2300,
  "setup_viol": 64,
  "clk_pin_slew_ns": 0.06,
  "endpoint": "PC_out[20]",
  "leakage_uw": 0.00218,
  "die_y_um": 152,
  "drt_pass1_iterations": 3,
  "hold_viol_final": 0,
  "ir_drop_v": 0.00149,
  "slew_headroom_pct": 87.9,
  "cp_num_buf_inv": 1,
  "mappedNetlistArea_um2": 2300,
  "clk_path_buf_depth": 2,
  "critPathLaunch": "PC_out[20]",
  "cts.sinks": 115,
  "wire_per_inst_um": 14.5,
  "outcome": "complete, but fails checks",
  "synth_flops": 115,
  "grt_max_degree": 17,
  "tightest_slew_ns": 0.181,
  "synth_stat.cells": 115,
  "grt_setup_unrepaired": "true"
}
synth_stat cells (all sizes together):
library cell  count  area share (%)
dfxtp           115             100
worst min-delay path by stage:
stage        endpoint  slack, ns  depth (start not counted)
4_1_cts   pctoreg_out       0.20                          1
6_report   PC_out[31]       0.23                          1
5_1_grt    rt_out[14]       0.19                          1
metal layers:
metal	vias up	wire length, um	global-route usage, %
li1	856	-	-
met1	823	3110	8.00
met2	127	4330	12.4
met3	11	1140	5.55
met4	0	165	1.33
met5	-	0	0
flip-flops by register name (all words and copies together) (netlist names):
| signal | count |
|---|---|
| PC_out | 32 |
| rs_out | 32 |
| rt_out | 32 |
| rd_out | 6 |
| aluop_out | 4 |
| branch_neg_out | 1 |
| branch_zero_out | 1 |
| jump_out | 1 |
| jumpmem_out | 1 |
| memread_out | 1 |
| memtoreg_out | 1 |
| memwrt_out | 1 |
| pctoreg_out | 1 |
| regwrt_out | 1 |
through the flow:
| stage | setup WS, ns | area [um^2] | setup TNS (ns) | utilization, % | hold WS [ns] |
|---|---|---|---|---|---|
| 3_3_place_gp | -0.0344 | 4890 | -0.130 | 28.4 | 0.650 |
| 2_1_floorplan | 0.538 | 2300 | 0 | - | 0.228 |
| 6_report | -0.0304 | 5000 | -0.562 | 29.1 | 0.229 |
| 4_1_cts | -0.0654 | 4990 | -4.15 | 29.0 | 0.203 |
| 3_5_place_dp | -0.0368 | 4890 | -0.124 | 28.4 | 0.652 |
| 5_1_grt | -0.0852 | 5000 | -6.71 | 29.1 | 0.190 |
kinds of logic (layout without fill, tap and decap cells):
family / count (synthesis) / count (layout) / share of synthesized area [%]
buffers and inverters: 0 / 262 / 0
flip-flops: 115 / 115 / 100
repair_timing:
item	4_1_cts	5_1_grt
setup endpoints to repair	115	115
hold endpoints to repair	0	0
hold buffers	0	0
gates resized	383	3
area by class of cell:
| cell class | instances | area (um^2) |
|---|---|---|
| fill | 1796 | 12200 |
| sequential | 115 | 2320 |
| timing repair buffer | 230 | 1750 |
| clock buffer | 21 | 470 |
| tap | 225 | 282 |
| clock inverter | 11 | 173 |
where the power goes:
| group | switching (uW) | internal, uW | total (uW) | leakage, uW |
|---|---|---|---|---|
| logic | 113 | 545 | 658 | 0.000911 |
| registers | 51.5 | 4840 | 4890 | 0.000971 |
| clock network | 2110 | 4380 | 6490 | 0.000302 |
Power and IR drop assume default switching activity.
