File: flow/run.sh
#!/bin/bash
# OpenROAD 26Q1-2900-gdf79404cd8, Yosys 0.63+post, stock flow scripts
make -C /OpenROAD-flow-scripts/flow DESIGN_CONFIG=/design/flow/config.mk WORK_HOME=/design/flow/orfs finish
File: flow/config.mk
export PLATFORM = sky130hd
export DESIGN_NAME = instr_mem
export DESIGN_NICKNAME = instr_mem
export VERILOG_FILES = /design/flow/design.v
export SDC_FILE = /design/flow/constraint.sdc
export NUM_CORES = 4
export LEC_CHECK = 1
export CORE_AREA = 10 10 100 100
export DIE_AREA = 0 0 110 110
File: flow/constraint.sdc
current_design instr_mem

set clk_period 2.7
set clk_io_pct 0.2

create_clock -name clk0 -period $clk_period [get_ports {clk}]

set non_clock_inputs [all_inputs -no_clocks]
set_input_delay [expr $clk_period * $clk_io_pct] -clock clk0 $non_clock_inputs
set_output_delay [expr $clk_period * $clk_io_pct] -clock clk0 [all_outputs]
File: flow/design.v
`timescale 1ns / 1ps
module instr_mem(
    addr,
    instr,
    clk
    );
    input clk;                   
    input [7:0] addr;
    output reg [31:0] instr;
    wire [31:0] instructions[255:0];     
    assign instructions[0]  = 0;     
    assign instructions[1]  = 32'b1111_000001_000000_000000_0011111111;          
    assign instructions[2]  = 0;     
    assign instructions[3]  = 0;
    assign instructions[4]  = 32'b0101_000010_000001_000000_0000000000;          
    assign instructions[5]  = 32'b0110_000011_000001_000000_0000000000;          
    assign instructions[6]  = 32'b1111_001010_000000_000000_0000001001;          
    assign instructions[7]  = 0;     
    assign instructions[8]  = 0;
    assign instructions[9] = 32'b1011_000000_001010_000000_0000000000;          
    assign instructions[10] = 0;     
    assign instructions[11] = 0;
    assign instructions[12] = 0;
    assign instructions[13] = 0;
    assign instructions[14] = 32'b0101_000010_000010_000000_0000000000;          
    assign instructions[15] = 32'b0011_000001_000001_000000_0000000000;          
    assign instructions[16] = 0;     
    assign instructions[17] = 0;    
    assign instructions[18] = 32'b1110_000100_000001_000000_0000000000;          
    assign instructions[19] = 32'b0100_000101_000001_000010_0000000000;          
    assign instructions[20] = 32'b0111_000110_000100_000001_0000000000;          
    assign instructions[21] = 32'b1111_001011_000000_000000_0000100001;          
    assign instructions[24] = 0;     
    assign instructions[25] = 0;
    assign instructions[27] = 32'b1001_000000_001011_000000_0000000000;          
    assign instructions[28] = 0;     
    assign instructions[29] = 0;
    assign instructions[30] = 0;
    assign instructions[31] = 0;
    assign instructions[32] = 32'b0101_000010_000010_000000_0000000000;          
    assign instructions[33] = 32'b1010_000001_000000_000000_0000000000;          
    assign instructions[34] = 0;     
    assign instructions[35] = 0;
    assign instructions[36] = 0;
    assign instructions[37] = 0;
    assign instructions[255] = 32'b1000_000000_000001_000000_0000000000;          
    always@(negedge clk) begin
        instr = instructions[addr];      
    end
endmodule
==> impl_metrics.env <==
# implementation run metrics
export IMPL_slew_viol_final=0
export IMPL_crit_required_ns=1.61
export IMPL_htree_levels=1
export IMPL_fp_dieW_um=110
export IMPL_grt_setup_unrepaired="true"
export IMPL_rows=32
export IMPL_vias_per_cell=3.607
export IMPL_peakVddDrop_v=0.0002388
export IMPL_setup_ws_ns=-0.3376
export IMPL_syn2layout_area_growth_pct=87.83
export IMPL_cp_start_kind="input port"
export IMPL_fin_util_pct=23.75
export IMPL_gr_total_overflow=0
export IMPL_cts_hold_buf=0
export IMPL_grt_first_pass_wirelength_um=5147
export IMPL_min_path_type="in2reg"
export IMPL_ys_cells=124
export IMPL_routabilityCongestion=0.8325
export IMPL_netlist_area_um2=987.2
export IMPL_io_buffers=30
export IMPL_fillCellCount=847
export IMPL_dp_cells=280
export IMPL_fp_dieH_um=110
export IMPL_cp_max_fo=4
export IMPL_cp_arrival_ns=1.95
export IMPL_synth_seq_cells=17
export IMPL_hold_violations=0
export IMPL_stdcell_count=305
export IMPL_cts_made_buffers=3
export IMPL_p_leak_nw=0.8694
export IMPL_violations="negative setup slack"
export IMPL_synth_area_per_cell_um2=7.961
export IMPL_worstSetupEndpointType="flip-flop"
export IMPL_dp_hpwl_um=2571
export IMPL_antenna_cells=0
export IMPL_setup_violations=15
export IMPL_status="finished with violations"
export IMPL_drive_gt1_share_pct=56.16
export IMPL_vias=1100
export IMPL_dr_first_iter_drc_count=35
export IMPL_edf_count=0
export IMPL_fin_area_mm2=0.001854
export IMPL_antenna_found_initial=0
export IMPL_core_mm2=0.007807
export IMPL_synth_cells=124
export IMPL_firstDrtPassIters=4
export IMPL_criticalPathCategory="in2reg"
export IMPL_placed_area_mm2=0.001612
export IMPL_post_route_drc_count=0
export IMPL_cts_tree="done"
export IMPL_place_ws_ns=-1.227
export IMPL_grt_pass1_vias=1147
export IMPL_routedWlPerCell_um=10.49
export IMPL_yosysSeqAreaShare_pct=34.47
export IMPL_totalWireLength_um=3198
export IMPL_clock_sinks=17
export IMPL_power_density_mw_per_mm2=433.5
export IMPL_path_clk_slew_ns=0.04
export IMPL_maxCapViolCount=0
export IMPL_ant_nets=0
export IMPL_clock_path_buffers=2
export IMPL_ff_type="dfxtp_1"
export IMPL_ys_warnings_count=7041
export IMPL_grt_max_degree=15
export IMPL_yosysChipArea_um2=987.2
export IMPL_ctsRootBufferMaster="clkbuf_8"
export IMPL_async_flop_share_pct=0
export IMPL_initial_utilization_pct=12.64
export IMPL_ys_types=41
export IMPL_largest_reg_flops=17
export IMPL_ios=41
export IMPL_warning_count=45
export IMPL_dieArea_mm2=0.01210
export IMPL_tns_ns=-3.964
export IMPL_grt_use_total_pct=5.114
## cell usage after synthesis (3+ instances only)
master    number  area share (%)
a21oi_1        3             1.5
buf_2          5             2.5
buf_4         16              12
clkbuf_1       3             1.1
dfxtp_1       17              34
inv_1          4             1.5
nand2_1       14             5.3
nand2b_1       4             2.5
nand3_1        5             2.5
nor2_1         8             3.0
nor3_1         3             1.5
o22ai_1        3             1.9
o32ai_1        3             2.7
or3_1          3             1.9
## metal layers
layer	vias up	share of wire [%]	track usage (%)
li1	562	-	-
met5	-	0	0
met2	42	40	7.113
met4	0	0.34	1.394
met3	2	6.7	1.880
met1	494	53	7.260
## cell usage in the layout, fill, tap and decap left out, types with 4 or more instances in the layout
| cell | instances |
|---|---|
| buf_4 | 34 |
| inv_1 | 20 |
| buf_6 | 15 |
| nand2_1 | 13 |
| buf_2 | 12 |
| clkbuf_2 | 11 |
| conb_1 | 10 |
| dfxtp_1 | 9 |
| dfxtp_2 | 8 |
| nand3_1 | 4 |
| nor2_1 | 4 |
## layout make-up
cell class / instances / area (um2) / area share [%]
clock buffer: 3 / 41.29 / 2.227
clock inverter: 18 / 93.84 / 5.061
inverter: 4 / 15.01 / 0.8097
multi-input combinational: 86 / 644.4 / 34.75
sequential: 17 / 350.3 / 18.89
tap: 102 / 127.6 / 6.883
timing repair buffer: 75 / 581.8 / 31.38
## critical path, stage by stage
cell and delay (ns):
buf_6 0.09, or2_4 0.26, buf_6 0.13, buf_6 0.11
nor3_4 0.20, buf_6 0.14, buf_4 0.11, nand2_4 0.05
o211ai_1 0.11, o211ai_1 0.13, nand2_1 0.08
## report_power, final
group / internal, mW / switching, mW
Clock: 0.231 / 0.145
Combinational: 0.0878 / 0.0684
Sequential: 0.268 / 0.00442
## cells by family (layout without fill, tap and decap cells)
family | Yosys count | after routing | synth area share [%]
multiplexers | 1 | 1 | 1.014
buffers and inverters | 30 | 100 | 18.88
flip-flops | 17 | 17 | 34.47
AND/OR/NAND/NOR | 51 | 51 | 27.63
other | 1 | 10 | 0.3799
XOR/XNOR | 2 | 2 | 1.775
AND-OR/OR-AND | 22 | 22 | 15.84
## per-stage QoR
step                      total power, mW  hold WS (ns)
after global routing               0.8740         1.931
after global placement             0.4623         2.564
after CTS                          0.8218         1.906
final                              0.8039         1.923
after detailed placement           0.4624         2.561
after floorplan                    0.3881         2.041
## what timing repair did
item,4_1_cts,5_1_grt
endpoints found under the hold margin,0,0
gates resized,125,28
pin swaps,19,16
setup endpoints to repair,39,31
buffers inserted,6,3
## path summary, 6_finish.rpt
check     from         to  cells past startpoint
max    addr[7]  instr[22]                     11
min    addr[0]  instr[18]                      3
Power and IR drop assume default switching activity.
