==> flow/design.v <==
`timescale 1ns / 1ps
module reg_file(
    wr, rs, rt, rd, data, rsOut, rtOut, clk
    );
    input wr, clk;                   
    input [5:0] rs, rt, rd;
    input [31:0] data;
    output reg [31:0] rsOut, rtOut;
    reg [31:0] registers[63:0];      
    always@(negedge clk) begin
    rsOut = registers[rs];           
    rtOut = registers[rt];           
        if (wr) begin                
            registers[rd] = data;    
        end
    end
endmodule
==> flow/run.sh <==
#!/bin/bash
# OpenROAD 26Q1-2900-gdf79404cd8, Yosys 0.63+post, stock flow scripts
make -C /OpenROAD-flow-scripts/flow DESIGN_CONFIG=/design/flow/config.mk WORK_HOME=/design/flow/orfs finish
==> flow/config.mk <==
export PLATFORM = sky130hd
export DESIGN_NAME = reg_file
export DESIGN_NICKNAME = reg_file
export VERILOG_FILES = /design/flow/design.v
export SDC_FILE = /design/flow/constraint.sdc
export NUM_CORES = 4
export LEC_CHECK = 1
export CORE_UTILIZATION = 50
==> flow/constraint.sdc <==
current_design reg_file

set clk_period 9.7
set clk_io_pct 0.2

create_clock -name clk0 -period $clk_period [get_ports {clk}]

set non_clock_inputs [all_inputs -no_clocks]
set_input_delay [expr $clk_period * $clk_io_pct] -clock clk0 $non_clock_inputs
set_output_delay [expr $clk_period * $clk_io_pct] -clock clk0 [all_outputs]
==> out/qor.rpt <==
FINAL TIMING
-----------------------------------------------------------------------------------------
Max-slew headroom                                                                   0.170
Worst Slack Setup Final                                                            700 ps
Worst-Margin Slew                                                                 1230 ps
Total negative slack for setup checks                                                0 ps
Number of max-slew violations in the final report                                       0
Final hold vios                                                                         0
Unrepaired setup endpoints after global routing                                        no
Hold Worst Slack                                                                   891 ps
Count of final setup violators                                                          0
Post-Route Skew                                                                   34.7 ps

CRITICAL PATH
-----------------------------------------------------------------------------------------
Highest cell delay on the worst timing path                                        790 ps
Max FO, Critical Path                                                                  37
Data arrival at the endpoint of the critical path                                 4810 ps
Crit path DRT                                                                     5510 ps
Sort of element at the end of the critical path                                      flop
Critical Path, Cell by Cell                                                  buf_8 > buf_12 > buf_4 > mux4_2 > a22o_1 > nor3_1 > a311oi_1
Cells on worst reg2reg path                                                             5
Kind of start point of the critical path                                        input pin
Cell type of the slowest stage on the worst timing path                      sky130_fd_sc_hd__nor3_1
Worst setup path class                                                       input pin to flop

CLOCK TREE
-----------------------------------------------------------------------------------------
Clock transition at the registers of the reported paths                             40 ps
Maximum buffer depth of the clock tree                                                  3
CTS H-Tree Depth                                                                        4
Cell chosen for the clock root                                               sky130_fd_sc_hd__clkbuf_16
Post-CTS setup buffers                                                                  0
Post-cts resize count                                                                   0
Quantity of hold-fixing buffers added after cts                                         0
Clock network latency to the later pin of the worst-skew pair                      840 ps
Num CTS Buffers                                                                       227
TritonCTS clock tree                                                                built
Clock tree sinks                                                                     2112

DRT
-----------------------------------------------------------------------------------------
Pre-antenna DRT Iters                                                                  26
Initial drt markers                                                                  3846
Average wire length per cell after detail routing                                 32.4 um
Via density per instance                                                             6.12
Total via count after detailed routing                                              59400
Detailed-route wire length                                                      315000 um
Remaining antenna violation count after routing                                         0
Residual DRC                                                                            0

SYNTHESIS
-----------------------------------------------------------------------------------------
Dominant cell type by area after synthesis                                   sky130_fd_sc_hd__edfxtp_1
Gate count after technology mapping                                                  4494
Average footprint of a synthesized cell                                         21.0 um^2
Most repeated cell in the gate-level netlist after synthesis                 sky130_fd_sc_hd__edfxtp_1
Top cells, area                                                              sky130_fd_sc_hd__edfxtp_1, sky130_fd_sc_hd__mux4_2, sky130_fd_sc_hd__dfxtp_1
Number of synthesized register bits                                                  2112
Register area share after synthesis                                                 0.664
Cell Type Count                                                                        44
Number of cells in the yosys synthesis report                                        4494
Cell area after synthesis                                                      94500 um^2
Top-area cell share                                                                 0.651
Count of library flops with an enable pin                                            2048
Proportion of register bits with asynchronous set or reset after synthesis              0
Count of synthesis-stage warnings from yosys                                            1
Chip area in the Yosys report                                                  94500 um^2
Most frequent cells after synthesis                                          sky130_fd_sc_hd__edfxtp_1, sky130_fd_sc_hd__mux4_2, sky130_fd_sc_hd__o22ai_1
Prevailing post-synth register cell                                          sky130_fd_sc_hd__edfxtp_1

POWER
-----------------------------------------------------------------------------------------
Power density over cell area                                                  206 nW/um^2
Cell internal pwr                                                                0.0174 W
Switching share of power                                                            0.285
Clk pwr share                                                                       0.504
Pleak                                                                             45.7 nW
Share of total power in sequential cells                                            0.423
Switching component of the power                                                0.00692 W
Peak ir drop on the vdd network                                                  0.150 mV
Combinational power share                                                           0.073

FLOORPLANNING
-----------------------------------------------------------------------------------------
Core Density at Floorplan                                                           0.503
I/O pin count                                                                         116
Area of the core                                                              188000 um^2
Height of the die                                                                  437 um
Total number of placement rows                                                        159
Die area                                                                      191000 um^2
Chip width                                                                         437 um

JOB
-----------------------------------------------------------------------------------------
Maximum capacitance violations                                                          0
Count of warning messages emitted by the tools                                       1027

GRT
-----------------------------------------------------------------------------------------
Global route total overflow                                                             0
Vias in the first global route                                                      69600
GR Util All Layers                                                                  0.383
Largest net degree at the start of global routing                                      73
First-pass GRT wire length                                                      447000 um
Initial antenna violation count                                                        19

LAYOUT
-----------------------------------------------------------------------------------------
Area added between synthesis and finish                                             24.6%
Final std cell area, no fill                                                  118000 um^2
Ratio of cells with drive above 1 in the final layout                               0.274
Fillers                                                                             12900

WORST HOLD PATH
-----------------------------------------------------------------------------------------
Worst hold path depth                                                                   3
Hold WC Path Type                                                            flop to flop

OUTCOME
-----------------------------------------------------------------------------------------
Status                                                                          completed

PLACEMENT
-----------------------------------------------------------------------------------------
DP Area                                                                       102000 um^2
Dpl hpwl                                                                        191000 um
Routability cong.                                                                   0.927
Port-buffer cells                                                                     115
Post-Place Setup Slack                                                           -63.9 ps

==> final cells by class <==
cell class	count	area (um^2)	area share
Tap cell	2495	3120	0.0265
Sequential cell	2112	62800	0.533
Timing Repair Buffer	538	5740	0.0488
Clock buffer	229	5730	0.0487
Clock inverter	2310	10000	0.0850
Antenna cell	12	30.0	0.000255
Multi-Input combinational cell	2016	30300	0.258
==> worst max-delay path, delay by kind of cell <==
| kind | cells | cell delay (ps) |
|---|---|---|
| AOI/OAI and AO/OA | 2 | 350 |
| and+or+nand+nor | 1 | 790 |
| muxes | 1 | 580 |
| buffers and inverters | 3 | 1050 |
==> worst paths after layout <==
kind | startpoint | to | slack, ps
max | rs[0] | rsOut[5] | 700
min | registers[47][26] | rtOut[26] | 890
max reg2reg | registers[34][24] | rsOut[24] | 7110
min reg2reg | registers[47][26] | rtOut[26] | 890
==> layer usage <==
layer	part of all wire	up-vias	global-route usage
met4	0.058	14	0.212
li1	-	25100	-
met2	0.46	4576	0.499
met1	0.29	29000	0.433
met5	0.00072	-	0.0126
met3	0.19	706	0.336
==> cells by family after synthesis <==
group / share of synthesized area
flops: 0.664
compound gates: 0.0442
simple gates: 0.0165
mux: 0.254
buf+inv: 0.0205
==> cells in the final DEF, fill, tap and decap left out, types with 69 or more instances in the layout <==
cell type                         count
sky130_fd_sc_hd__o22ai_1            194
sky130_fd_sc_hd__a22oi_1             69
sky130_fd_sc_hd__clkdlybuf4s50_1     71
sky130_fd_sc_hd__clkbuf_16          229
sky130_fd_sc_hd__mux2i_1             72
sky130_fd_sc_hd__buf_12             126
sky130_fd_sc_hd__a21oi_1             69
sky130_fd_sc_hd__inv_1             2157
sky130_fd_sc_hd__edfxtp_1          2048
sky130_fd_sc_hd__mux4_2            1032
sky130_fd_sc_hd__buf_4              297
==> flip-flops by register name (all words and copies together) (netlist names) <==
register	flops
registers	2048
rsOut	32
rtOut	32
==> power groups by stage <==
stage / combinational (W) / sequential [W] / clock (W)
CTS: 0.00176 / 0.0103 / 0.0126
global route: 0.00185 / 0.0103 / 0.0136
finish: 0.00177 / 0.0103 / 0.0123
==> metrics by stage <==
step / std cells / utilization / total power, W
floorplan: 4494 / - / 0.0125
global placement: 7162 / 0.543 / 0.0134
detailed placement: 7162 / 0.543 / 0.0134
CTS: 9700 / 0.627 / 0.0247
global route: 9709 / 0.627 / 0.0257
finish: 9712 / 0.627 / 0.0243
Power is estimated from default activity; no workload was simulated.
